==> design.v <==
module shiftreg (ena, shamt, out);
	parameter REGS = 8; 							 
	parameter BITS = 3;								 
	parameter SHIFTS = 10;							 
	input wire ena;									 
	input wire [SHIFTS-1:0] shamt; 					 
	output wire [BITS-1:0] out; 					 
	reg [BITS-1:0] iout; 							 
	reg [BITS*REGS-1:0] ishift; 					 
	integer i; 										 
	assign out =  iout;
	initial begin 									 
		for (i = 0; i< REGS; i=i+1)  				 
			 ishift[(BITS * i)+:BITS] <= REGS-1 - i;
	iout <= 0;
	end
	always @ (posedge ena) begin 						 
		if (ena) begin 
			iout <= ishift[REGS*BITS-1:REGS*BITS-BITS];  
			ishift <= ishift << shamt;					 
		end 
	end
endmodule 
==> run.sh <==
#!/bin/bash
# OpenROAD 26Q1-2900-gdf79404cd8, Yosys 0.63+post, stock flow scripts
make -C /OpenROAD-flow-scripts/flow DESIGN_CONFIG=/design/flow/config.mk WORK_HOME=/design/flow/orfs finish
==> config.mk <==
export PLATFORM = sky130hd
export DESIGN_NAME = shiftreg
export DESIGN_NICKNAME = shiftreg
export VERILOG_FILES = /design/flow/design.v
export SDC_FILE = /design/flow/constraint.sdc
export NUM_CORES = 4
export LEC_CHECK = 1
export CORE_UTILIZATION = 30
==> constraint.sdc <==
current_design shiftreg

set clk_period 8.0
set clk_io_pct 0.2

create_clock -name clk0 -period $clk_period [get_ports {ena}]

set non_clock_inputs [all_inputs -no_clocks]
set_input_delay [expr $clk_period * $clk_io_pct] -clock clk0 $non_clock_inputs
set_output_delay [expr $clk_period * $clk_io_pct] -clock clk0 [all_outputs]
==> commit_impl_results.txt <==
Refresh implementation metrics

- As logged by OpenROAD, the buffers inserted on ports number 13.
* Total negative setup slack: 0 ns
- Internal Power: around 190 µW
- Clock skew after layout: between 0.01 and 0.015 ns
- Dominant combinational family: multiplexers
- The number of global-route vias before repair came to 1,553.
- In this run, post-CTS hold repair placed 0 buffers.
- The logs give a warning total of 25.
- CTS reports a maximum clock tree buffer depth of 2.
- Type of the tightest min-delay check: register to register
- The flow ran to the end, and the final reports show no timing, DRC or antenna violations.
* Floorplan die area: roughly 6700 µm²
* Final global-route overflow total: 0
- According to the I/O placement log, the pin count is 14.
- Net Switching: 67.4 µW
- The skew report gives the latency at the later pin of the worst-skew pair as 0.28 ns.
- Number of synthesis warnings: 1
* Power density relative to cell area: 120 nW/µm²
- The number of maximum-capacitance violations recorded for the run is 0.
- Once routing completed, OpenROAD measured the worst setup slack at between 4 and 5 ns.
- After routing the design area is approximately 2100 µm².
- Share of Yosys cell area claimed by the top area cell type: 28.3%
- Worst Path Max Fanout: 30
- Num rows: 28
* CTS H-tree lvls: 1
* Post-CTS setup buffer count: 0
* Count of TritonRoute iterations in the first routing pass: 4
- According to the timing report, the critical path is launched from shamt[2].
- Final hold analysis gives a worst-case slack of ~0.37 ns.
- Number of flops mapped to enable cells by yosys: 0
- Reported leakage power: around 0.74 nW
* Unrepaired setup endpoints after global routing: no
* Aggregate routed wire length: between 4000 and 5000 µm
* Maximum number of pins on one net before global-route repair: ~44
- Per the detail_route report, DRC violations left total 0.
- Looking at area per cell type in the netlist, the leader is sky130_fd_sc_hd__dfxtp_1.
* Routed via count divided by cell count: ~5.7
- Drt wl/cell: roughly 17 µm
- In this run, post-CTS repair resized a total of 0 instances.
- Layout cells sized above 1: around an eighth
* Placed cell count: between 200 and 300
* Compound-cell area share of the yosys netlist: roughly an eighth
* FP Util: between 30% and 40%
- Launching element type of the critical path: input pin
- The synthesis report gives the async set-or-reset register share as 0%.
- Net switching is a little over a quarter of the power.
- The finished layout holds between 200 and 300 standard cells, fillers aside.
- Looking at the setup timing report, the critical path kind is input pin to register.
* Period minus WS final: 3.33 ns
- Required time of the worst setup path: 8.14 ns
* Multiplexer share of the synthesized area: roughly a third
- Total clock buffers created by CTS: 3
* Distinct lib cells: 43
- In the synthesized netlist, the number of instances is 211.
- Of the available clock period, the critical path in the final layout requires approximately two fifths.
- After synthesis, the most frequently instantiated cells are sky130_fd_sc_hd__mux2i_1 (33), sky130_fd_sc_hd__dfxtp_1 (27), sky130_fd_sc_hd__nor2_1 (24).
- Core area: 6030 µm²
- Final estimated routing congestion in global placement: between 0.8 and 0.9
- The timing report gives the clock slew at the launch and capture registers of the worst setup and hold paths as ~0.09 ns.
* Cell area after technology mapping: ~1900 µm²
* Top cells by area, synth: sky130_fd_sc_hd__dfxtp_1 (28%), sky130_fd_sc_hd__mux2i_1 (17%), sky130_fd_sc_hd__mux4_2 (12%)
* Adder and majority gate portion of the synthesized area: 0%
- Max Slew Vio Count: 0
- The first global-routing pass estimated approximately 8300 µm of wire.
- In this build the clock could be raised as far as between 0.2 and 0.3 GHz.
- The stat command in Yosys gives a chip area of 1910 µm².
* Post-detailed-route count of antenna-violating nets: 0
- The tree built by TritonCTS fans out to 27 sinks.
* Worst rel slew slack: 62.3%
- Actual transition at the worst max-transition pin: about 0.57 ns
- Per the synth log, the flip-flop and latch total comes to 27.
- The final antenna diode tally reported by the flow is 0.
- The die is a little over 80 µm wide.
- Initial antenna violation count: 0
- CTS Root Buffer Type: sky130_fd_sc_hd__clkbuf_8
- In this run the layout overhead on the synthesized area is reported as 10.7%.
- In the Yosys report the total cell count is 211.
* Instance area after placement: about 2100 µm²
* Clock power share: between 30% and 40%
- For reference, the post-synthesis area per instance comes to roughly 9 µm².
* Clock tree from TritonCTS: built
- In this run, the combinational gates consume approximately 15% of the power.
- Share of synthesized area occupied by flip-flops and latches: approximately 28%
* Hold path startpoint: ishift[21]
- Cells fill a little over a third of the core in the end.
* Register share of total power: 53.2%
* Worst path arrival time: 3.47 ns
- The final report lists the setup-violating endpoint count as 0.
- At the placement stage, the worst setup path has a slack of about 4.4 ns.
- Of the total synthesized cell area, the portion taken by XOR and XNOR cells is 0%.
* Final-report hold violation count: 0
- The most common cell in the synthesized netlist is sky130_fd_sc_hd__mux2i_1.
- According to the dpl log, the detail-placed design has an HPWL of around 3700 µm.
- Highest ir drop seen on vdd: between 90 and 100 µV
- The worst setup path is captured at a register.
- Simple-gate area share of the yosys netlist: approximately a fifth
* Floorplan die height: 81.8 µm
- Summing internal, switching and leakage power gives approximately 250 µW.
* Most used flip-flop cell: sky130_fd_sc_hd__dfxtp_1
* All-layer global routing usage: between 10% and 20%
- Count of routing violations after the opening detailed-route iteration: between 150 and 200
- The detailed router placed around 1,700 vias in this run.
- The launch point of the worst register-to-register path is recorded as ishift[10].
[path summary, 6_finish.rpt]
kind,end,slack (ns),depth (start not counted)
hold reg to reg,iout[0],0.37,0
setup reg to reg,ishift[13],6.49,5
hold / removal,iout[0],0.37,0
setup / recovery,ishift[21],4.67,6
[placed cells by master (no fill, tap or decap), types with 2 or more instances in the layout]
cell type                         count
sky130_fd_sc_hd__mux2i_1             33
sky130_fd_sc_hd__dfxtp_1             27
sky130_fd_sc_hd__nor2_1              24
sky130_fd_sc_hd__nand2_1             16
sky130_fd_sc_hd__clkdlybuf4s50_1     12
sky130_fd_sc_hd__mux4_2              10
sky130_fd_sc_hd__nor2b_1              8
sky130_fd_sc_hd__a21oi_1              7
sky130_fd_sc_hd__mux2_2               7
sky130_fd_sc_hd__nor3_1               7
sky130_fd_sc_hd__a31oi_1              7
sky130_fd_sc_hd__a211oi_1             5
sky130_fd_sc_hd__nand3_1              5
sky130_fd_sc_hd__buf_4                5
sky130_fd_sc_hd__nand4_1              4
sky130_fd_sc_hd__inv_1                3
sky130_fd_sc_hd__o21ai_0              3
sky130_fd_sc_hd__clkbuf_8             3
sky130_fd_sc_hd__nand2b_1             2
sky130_fd_sc_hd__or3_1                2
sky130_fd_sc_hd__and2_1               2
sky130_fd_sc_hd__a22oi_1              2
sky130_fd_sc_hd__nor4_1               2
[state kept, by name (all words and copies together) (netlist names)]
signal and count:
iout 3, ishift 24
[cells by family after synthesis]
group,after synthesis
and+or+nand+nor,78
AOI/OAI and AO/OA,36
buffers and inverters,20
DFF,27
muxes,50
[final cells by class]
class | count | area (µm²)
Sequential cell | 27 | 541
Timing Repair Buffer | 18 | 163
Clock buffer | 4 | 45.0
Multi-Input combinational cell | 164 | 1260
Inverter | 3 | 11.3
Tap cell | 75 | 93.8
Fill cell | 625 | 3910
[per-layer routing]
layer | vias to the layer above | global-route usage, % | share of wire (%)
li1 | 801 | - | -
met1 | 769 | 27.4 | 46
met2 | 84 | 23.5 | 44
met3 | 10 | 3.72 | 9.3
met4 | 0 | 2.81 | 1.5
met5 | - | 0 | 0
[power by group through the flow]
stage,sequential [mW],clock [mW],combinational (mW)
global route,0.135,0.0869,0.0418
finish,0.135,0.0806,0.0385
CTS,0.135,0.0819,0.0380
[worst max-delay path: stages]
cell and delay, ns:
sky130_fd_sc_hd__clkdlybuf4s50_1 0.46, sky130_fd_sc_hd__buf_4 0.36, sky130_fd_sc_hd__mux2i_1 0.34, sky130_fd_sc_hd__nand2b_1 0.09
sky130_fd_sc_hd__a31oi_1 0.44, sky130_fd_sc_hd__o21ai_0 0.17
Power figures rest on the tool's default switching activity, not on a simulated workload.
