## flow/design.v

```verilog
module dff_s (D,clk,ENA,sload,Q);
  parameter DATA_WIDTH = 8;					 
  input wire [DATA_WIDTH-1:0] D;  
  input wire clk;  
  input wire ENA;  
  input wire sload;  
  output wire [DATA_WIDTH-1:0] Q;  
  reg [DATA_WIDTH-1:0]dreg;  
  initial 
	dreg<=0;  
  assign Q = dreg;
  always@(posedge clk) begin 
		if (sload)
      dreg<={DATA_WIDTH{1'b1}};  
		if (ENA)  
			dreg<=D;
	end
	endmodule 
module dffa (D,clk,ENA,Q);
  parameter DATA_WIDTH = 4; 
  input wire [DATA_WIDTH-1:0] D;  
  input wire clk;  
  input wire ENA;  
  output wire [DATA_WIDTH-1:0] Q;  
  reg [DATA_WIDTH-1:0]dreg;  
  initial
	dreg<=0;   
  assign Q = dreg;
  always@(posedge clk) begin   
		if (ENA)
			dreg<=D;
	end
	endmodule
module addrmodule (din,muxin,clk,ena,ageb,muxout,ab);
	parameter DATA_WIDTH = 16;					 
	parameter TOTAL_SYMBOLS = 10;				 
	parameter ADDR_WIDTH = 4;					 
	input wire [ADDR_WIDTH-1:0] din;  
	input wire [ADDR_WIDTH-1:0] muxin;  
	input wire clk;  
	input wire ena;  
	input wire ageb;  
	output wire [ADDR_WIDTH-1:0] muxout;  
	output wire [ADDR_WIDTH-1:0]ab;  
	assign muxout = ageb ? ab : muxin;  
	dffa 	#(ADDR_WIDTH)	dat(din,clk,ena,ab);
	endmodule
module comparator (a,b,ageb);
	parameter DATA_WIDTH = 8;	 
	input wire [DATA_WIDTH-1:0] a,b;  
	output wire ageb;  
	assign ageb = a<=b;  
	endmodule
module sort_alpha (d_ena, d_sload, clk, muxin, addr, codein, ob, oab, ocodeout, done); 
	parameter DATA_WIDTH = 16;							 
	parameter TOTAL_SYMBOLS = 10;						 
	parameter ADDR_WIDTH = 4;							 
	parameter MAXHIGHT = 10;
	input wire d_ena, d_sload, clk;
	input wire [DATA_WIDTH-1:0] muxin;					 
	input wire [ADDR_WIDTH-1:0] addr; 					 
	input wire [MAXHIGHT-1:0] codein; 					 
	output wire [TOTAL_SYMBOLS*DATA_WIDTH-1:0] ob; 		 
	output wire [TOTAL_SYMBOLS*ADDR_WIDTH-1:0] oab ;     
	output wire [MAXHIGHT*TOTAL_SYMBOLS-1:0] ocodeout; 	 
	output wire done; 									 
	reg intdone; 										 
	wire ageb [0 : TOTAL_SYMBOLS-1]; 					 
	wire ena [0 : TOTAL_SYMBOLS-1]; 					 
	wire [DATA_WIDTH-1:0] din [0 : TOTAL_SYMBOLS-1];	 
	wire [ADDR_WIDTH-1:0] addrin [0 : TOTAL_SYMBOLS-1];	 
	wire [MAXHIGHT-1:0] codein1 [0 : TOTAL_SYMBOLS-1]; 	 
	wire [ADDR_WIDTH-1:0] temp;							 
	wire [MAXHIGHT-1:0] temp2; 							 
	wire [TOTAL_SYMBOLS*DATA_WIDTH-1:0] bi; 			 
	wire [TOTAL_SYMBOLS*ADDR_WIDTH-1:0] abi;			 
	wire [TOTAL_SYMBOLS*MAXHIGHT-1:0] codeout;			 
	integer count;										 
	assign ob = bi;										 
	assign oab = abi;									 
	assign ocodeout = codeout;							 
	assign din[0]=muxin; 								 
	assign addrin[0]=addr;								 
	assign codein1[0] = codein;							 
	assign done = intdone;								 
	genvar i;
	generate 
		for (i=0; i<TOTAL_SYMBOLS-1; i=i+1) begin:gen
			addrmodule 	#(DATA_WIDTH,TOTAL_SYMBOLS,MAXHIGHT) Ci(codein1[i],codein,clk,ena[i],ageb[i],codein1[i+1],codeout[ (i+1) * MAXHIGHT -1 -:MAXHIGHT]);
			addrmodule 	#(DATA_WIDTH,TOTAL_SYMBOLS,ADDR_WIDTH) Ui(addrin[i],addr,clk,ena[i],ageb[i],addrin[i+1],abi[ (i+1) * ADDR_WIDTH -1 -:ADDR_WIDTH]);
			submodule 	#(DATA_WIDTH,TOTAL_SYMBOLS,ADDR_WIDTH) Si(din[i], muxin, d_ena, d_sload, clk, din[i+1],ena[i], ageb[i], bi[(i+1) * DATA_WIDTH -1 -:DATA_WIDTH]);
		end
	endgenerate
	addrmodule #(DATA_WIDTH,TOTAL_SYMBOLS,MAXHIGHT)	C9(codein1[TOTAL_SYMBOLS-1],codein,clk,ena[TOTAL_SYMBOLS-1],ageb[TOTAL_SYMBOLS-1],temp2,codeout[ TOTAL_SYMBOLS*MAXHIGHT -1 -:MAXHIGHT]);
	addrmodule #(DATA_WIDTH,TOTAL_SYMBOLS,ADDR_WIDTH)	U9(addrin[TOTAL_SYMBOLS-1],addr,clk,ena[TOTAL_SYMBOLS-1],ageb[TOTAL_SYMBOLS-1],temp,abi[ TOTAL_SYMBOLS*ADDR_WIDTH -1 -:ADDR_WIDTH]);
	submodule_end #(DATA_WIDTH,TOTAL_SYMBOLS,ADDR_WIDTH)	S9(din[TOTAL_SYMBOLS-1], d_ena, d_sload, clk, ena[TOTAL_SYMBOLS-1], ageb[TOTAL_SYMBOLS-1], bi[TOTAL_SYMBOLS*DATA_WIDTH -1 -:DATA_WIDTH]);
	initial begin										 
		intdone<=0;
		count <=0;
	end
	always @(posedge d_sload) begin
		intdone <=0;
		count <=0;
	end
	always @(posedge clk) begin							 
		if (d_ena) begin
			if (count<= TOTAL_SYMBOLS)
				count<= count+1;
			else begin
				count <= count;
				intdone <=1;
			end
		end
		else 
			count<=count;
	end
endmodule
module submodule (din, muxin, d_ena, d_sload, clk, muxout,ena, ageb, b);
	parameter DATA_WIDTH = 16;					 
	parameter TOTAL_SYMBOLS = 10;				 
	parameter ADDR_WIDTH = 4;					 
	input wire [DATA_WIDTH-1:0] din;  
	input wire [DATA_WIDTH-1:0] muxin;  
	input wire d_ena;  
	input wire d_sload;  
	input wire clk;  
	output wire [DATA_WIDTH-1:0] muxout;  
	output wire ena;  
	output wire ageb;  
	output wire [DATA_WIDTH-1:0]b;  
	assign ena = ageb & d_ena;
	assign muxout = ageb ? b : muxin;  
	dff_s 	#(DATA_WIDTH)	dat(din,clk,ena,d_sload,b);
	comparator #(DATA_WIDTH)	comp(din,b,ageb);
	endmodule
module submodule_end (din, d_ena, d_sload, clk, ena, ageb, b);
	parameter DATA_WIDTH = 16;					 
	parameter TOTAL_SYMBOLS = 8;				 
	parameter ADDR_WIDTH = 4;					 
	input wire [DATA_WIDTH-1:0] din;  
	input wire d_ena; 
	input wire d_sload;  
	input wire clk;  
	output wire ena;  
	output wire ageb;  
	output wire [DATA_WIDTH-1:0]b;  
	assign ena = ageb & d_ena;
	dff_s 	#(DATA_WIDTH)	dat(din,clk,ena,d_sload,b);
	comparator #(DATA_WIDTH)	comp(din,b,ageb);
	endmodule
```

## flow/run.sh

```bash
#!/bin/bash
# OpenROAD 26Q1-2900-gdf79404cd8, Yosys 0.63+post, stock flow scripts
make -C /OpenROAD-flow-scripts/flow DESIGN_CONFIG=/design/flow/config.mk WORK_HOME=/design/flow/orfs finish
```

## flow/config.mk

```make
export PLATFORM = sky130hd
export DESIGN_NAME = sort_alpha
export DESIGN_NICKNAME = sort_alpha
export VERILOG_FILES = /design/flow/design.v
export SDC_FILE = /design/flow/constraint.sdc
export NUM_CORES = 4
export LEC_CHECK = 1
export CORE_UTILIZATION = 30
```

## flow/constraint.sdc

```tcl
current_design sort_alpha

set clk_period 53.6
set clk_io_pct 0.2

create_clock -name clk0 -period $clk_period [get_ports {clk}]
create_clock -name clk1 -period $clk_period [get_ports {d_sload}]

set non_clock_inputs [all_inputs -no_clocks]
set_input_delay [expr $clk_period * $clk_io_pct] -clock clk0 $non_clock_inputs
set_output_delay [expr $clk_period * $clk_io_pct] -clock clk0 [all_outputs]
```

==> notes.md <==
Notes on the flow outputs.

- Per the detail_route report, inserted antenna diodes total 0.
- The mapped cell area is 0.0190 mm2.
- The number of hold buffers added after cts is 0.
- The global-route wire length before repair reads 98300 um.
- The logs give a warning total of 26.
- The startpoint type of the worst setup path is an input pin.
- The final number of setup-violating endpoints is 0.
- The nature of the critical path endpoint reads a flop.
- Per the layout report, the design carries 5651 filler cells.
- The number of vias per cell is 5.30.
- The worst hold slack after final layout reads 0.249 ns.
- The largest clock skew in the final design reads 0.0183 ns.
- The largest fanout on the critical path is 31.
- In the post-synthesis netlist, the biggest area contributors are sky130_fd_sc_hd__edfxtp_1, sky130_fd_sc_hd__ha_1, sky130_fd_sc_hd__mux2_2, sky130_fd_sc_hd__nand2_1, sky130_fd_sc_hd__o211ai_1.
- The data arrival at the endpoint of the critical path is 31.91 ns.
- The DRC violation total left in the routed layout is recorded as 0.
- For this configuration, the core starts out at a cell density of 30.6%.
- The weighted congestion at the end of routability-driven global placement reads 0.987.
- The TritonCTS clock tree reads done.
- The number of enable flip-flop cells is 300.
- The share of final-layout standard cells stronger than drive strength 1 is 15.8%.
- The register area share after synthesis is 47.5%.
- The fraction of synthesis flops using an asynchronous set or reset pin reads 0%.
- The pin slew with the least headroom to its limit reads 0.824 ns.
- Per the placement log, port buffering inserted 331 buffers.
- The pin count of the biggest net entering global routing is 35.
- The via count of the routed design is 15736.
- The commonest register cell is sky130_fd_sc_hd__edfxtp_1.
- The worst path required time is 53.78 ns.
- For the completed layout, the total cell area is recorded as 0.0255 mm2.
- The die area is 0.0643 mm2.
- The detailed placer reported the number of placed instances as 2863.
- The cell type with the highest aggregate area in the netlist is sky130_fd_sc_hd__edfxtp_1.
- For this run, the detailed router's first-pass iteration total came to 8.
- The run finished with clean final reports.
- In this run the layout overhead on the synthesized area is reported as 34.5%.
- The via count of the first global-routing pass was 15934.
- The number of setup buffers added after CTS is 0.
- The path class of the lowest-slack min-delay path reads clock port to flop.
- According to the I/O placement log, the pin count is 334.
- The family with the most delay on the worst path is simple AND/OR/NAND/NOR gates.
- The total buffers and inverters traversed by the critical path reads 5.
- The number of nets still failing antenna checks after routing is 0.
- The count of max-cap constraint violations reads 0.
- The library cells used most frequently in the layout, excluding fill and tap cells, are sky130_fd_sc_hd__clkdlybuf4s50_1, sky130_fd_sc_hd__edfxtp_1, sky130_fd_sc_hd__nand2_1, sky130_fd_sc_hd__ha_1, sky130_fd_sc_hd__inv_1.
- The synthesis area per yosys is 0.0190 mm2.
- The average cell area after synthesis reads 10.8 um2.
- The hold violation count in the final report is 0.
- The cell area reported after detailed placement reads 0.0232 mm2.
- The reg2reg setup slack is 32.26 ns.
- The cell resize tally after clock tree synthesis is 0.
- The library cell appearing most often on the critical path reads sky130_fd_sc_hd__ha_1.
- The delay of the slowest critical-path stage reads 0.67 ns.
- The count of non-filler cells in the finished layout is 2967.
- The number of distinct library cells after synthesis is 55.
- The number of cells produced by synthesis is 1755.
- The number of antenna violations at the first check in global routing is 0.
- Leaving out fill and tap cells, the most frequent cell in the layout is sky130_fd_sc_hd__clkdlybuf4s50_1.
- Per the log, the first TritonRoute iteration ended with a DRC count of 1451.
- The yosys cell count reads 1755.
- The post-detailed-routing wire length is 67000 um.
- For this design, the slowest cell found on the critical path is sky130_fd_sc_hd__a2111o_1.
- The die width is 254 um.
- After legalization and detailed placement, the total HPWL measured 48600 um.
- Setup repair after global routing left no endpoint under its margin.
- After synthesis, the largest area contributor takes up 47.5% of total cell area.
- The final max-slew violation count recorded for this run is 0.
- Looking at the setup timing report, the critical path kind is input pin to flop.
- The routed length per instance is 22.6 um.
- The Yosys warning count is 38.
- The synthesis-stage register bit count reads 300.
- The die outline height reads 254 um.
- The total negative slack for setup checks reads 0 ns.
- The core area is 0.0621 mm2.
- The overall track demand over capacity in global routing reads 21.6%.
- The overflow left after global routing is 0.
- The slew check shows that the tightest pin keeps a relative margin of 45.0%.
- The number of placement rows is 91.
- The registers of the reported paths see a clock transition of 0.06 ns.
-- metrics by stage --
step | setup WS [ns] | util (%)
final | 21.87 | 41.1
after detailed placement | 21.89 | 37.4
after global routing | 20.10 | 41.1
after global placement | 22.63 | 37.4
after CTS | 22.25 | 41.1
after floorplan | 25.33 | -
-- state kept, by name (all words and copies together) (netlist names) --
name and cells:
C9.dat.dreg 10, gen.Ci.dat.dreg 90, gen.Ui.dat.dreg 36, gen.Si.dat.dreg 144
S9.dat.dreg 16, U9.dat.dreg 4
-- layer usage --
layer | up-vias | part of all wire [%] | global-route usage (%)
met1 | 7441 | 39 | 28.7
li1 | 7259 | - | -
met4 | 0 | 5.4 | 10.9
met3 | 193 | 10 | 8.48
met2 | 843 | 45 | 31.2
met5 | - | 0 | 0
-- worst register-to-register path, delay by kind of cell (launching register included) --
kind	cells	cell delay [ns]
muxes	2	0.68
AOI/OAI and AO/OA	19	4.82
DFF	1	0.48
adders and majority gates	10	3.04
and+or+nand+nor	29	10.77
buffers and inverters	4	1.20
-- cells by family (layout without fill, tap and decap cells) --
logic type	count (synthesis)	in the layout	synth area share, %
AOI/OAI and AO/OA	322	322	11.7
adders and majority gates	160	160	10.5
buffers and inverters	263	638	5.74
DFF	300	300	47.5
muxes	158	158	9.94
other	1	1	0.0198
and+or+nand+nor	551	551	14.6
-- cells in the mapped netlist (15+ instances only) --
library cell / instances
sky130_fd_sc_hd__a21oi_1: 72
sky130_fd_sc_hd__buf_2: 17
sky130_fd_sc_hd__clkbuf_1: 74
sky130_fd_sc_hd__edfxtp_1: 300
sky130_fd_sc_hd__ha_1: 160
sky130_fd_sc_hd__inv_1: 159
sky130_fd_sc_hd__mux2_2: 124
sky130_fd_sc_hd__mux2_4: 30
sky130_fd_sc_hd__nand2_1: 233
sky130_fd_sc_hd__nand2b_1: 36
sky130_fd_sc_hd__nand3_1: 112
sky130_fd_sc_hd__nand4_1: 48
sky130_fd_sc_hd__nor2_1: 18
sky130_fd_sc_hd__nor3_1: 15
sky130_fd_sc_hd__o2111ai_1: 63
sky130_fd_sc_hd__o211ai_1: 80
sky130_fd_sc_hd__o21ai_0: 59
sky130_fd_sc_hd__o21bai_1: 15
sky130_fd_sc_hd__or2_2: 20
-- layout make-up --
class,count,area [um2],area share (%)
Tap cell,837,1050,4.10
Sequential cell,300,9010,35.3
Multi-Input combinational cell,1192,8930,35.0
Inverter,159,597,2.34
Clock buffer,75,1750,6.85
Timing Repair Buffer,375,3640,14.3
Clock inverter,29,544,2.13
-- worst paths after layout --
| kind | from | end | cells past startpoint |
|---|---|---|---|
| worst max-delay path | muxin[11] | C9.dat.dreg[2] | 65 |
| worst min-delay path | d_sload | gen[6].Si.dat.dreg[4] | 5 |
| worst max register to register | gen[0].Si.dat.dreg[15] | C9.dat.dreg[2] | 64 |
| worst min register to register | gen[1].Ci.dat.dreg[6] | gen[2].Ci.dat.dreg[6] | 1 |
